## design.v

```verilog
module ALU (
	input signed [31:0] in1,
	input signed [31:0] in2,
	input [5:0] CONTROL_ALU_BITS,
	output reg[31:0] out, 
	output reg zero);
	reg [31:0] unsigned_in1;
	reg [31:0] unsigned_in2;
	always @(in1 or in2 or CONTROL_ALU_BITS) begin
		case(CONTROL_ALU_BITS) 
			6'b100000:    
				begin out = in1 + in2; zero = 1'b0; end
			6'b100001:    
				begin 
					if (in1 < 16'd0) begin unsigned_in1 = -in1; end else begin unsigned_in1 = in1; end
					if (in2 < 16'd0) begin unsigned_in2 = -in2; end else begin unsigned_in2 = in2; end
					out = in1 + in2; zero = 1'b0; end 
			6'b100100:    
				begin out = in1 & in2; zero = 1'b0; end
			6'b100101:    
				begin out = in1 | in2; zero = 1'b0; end
			6'b100110:    
				begin out = in1 ^ in2; zero = 1'b0; end
			6'b100010:    
				begin out = in1 - in2; zero = 1'b0; end
			6'b100011:    
				begin 
					if (in1 < 16'd0) begin unsigned_in1 = -in1; end else begin unsigned_in1 = in1; end
					if (in2 < 16'd0) begin unsigned_in2 = -in2; end else begin unsigned_in2 = in2; end
					out = in1 - in2; zero = 1'b0; end
			6'b000000, 6'b000100:    
				begin out = in1 << in2; zero = 1'b0; end
			6'b000011:    
				begin out = in1 >> in2; zero = 1'b0; end
			6'b000010:    
				begin if (in1 < 16'd0) begin unsigned_in1 = -in1; end else begin unsigned_in1 = in1; end
					out = in1 >> in2; zero = 1'b0; end
			6'b000110:    
				begin out = in1 >> in2; zero = 1'b0; end
			6'b101010:   
				begin if (in1<in2) begin out = 32'd1; end else begin out = 32'd0; end zero=1'b0; end
			6'b101011:    
				begin 
					if (in1 < 16'd0) begin unsigned_in1 = -in1; end else begin unsigned_in1 = in1; end
					if (in2 < 16'd0) begin unsigned_in2 = -in2; end else begin unsigned_in2 = in2; end
					if (unsigned_in1<unsigned_in2) begin out = 32'd1; end else begin out = 32'd0; end zero=1'b0; end
			6'b001000:  
				begin out = in1; zero=1'b0; end
			6'b111000:  
				begin out = in2; zero=1'b0; end
			6'b110000:  
				begin out = 32'd0; zero = in1 == in2; end
			6'b110001:  
				begin out = 32'd0; zero = in1 != in2; end
			6'b110010:  
				begin out = 32'd0; zero = in1 > 32'd0; end
			6'b110011:  
				begin out = 32'd0; zero = in1 <= 32'd0; end
			6'b110100:  
				begin out = 32'd0; zero = in1 >= 32'd0; end
			6'b110101:  
				begin out = 32'd0; zero = in1 < 32'd0; end
		endcase
	end
endmodule 
module ALU_tb;
	reg [31:0] in1;
	reg [31:0] in2;
	reg [5:0] Con;
	wire [31:0] out;
	wire zero;
	ALU alu(in1, in2, Con, out, zero);
	initial begin
		in1 = 32'h0fffffff;
		in2 = 32'hffffffff;
		Con = 6'b100000;  
		#100;
		Con = 6'b100001;  
		#100;
		Con = 6'b100100;  
		#100;
		Con = 6'b100101;  
		#100;
		Con = 6'b100110;  
		#100;
		Con = 6'b100010;  
		#100;
		Con = 6'b100011;  
		#100;
		Con = 6'b000000;  
		#100;
		Con = 6'b000100;  
		#100;
		Con = 6'b000011;  
		#100;
		Con = 6'b000010;  
		#100;
		Con = 6'b000110;  
		#100;
		Con = 6'b101010;  
		#100;
		Con = 6'b101011;  
		#200
		Con = 6'b000000;
	end
endmodule 
module ALU_Control(
	input [5:0] opcode,
	input [5:0] funct,
	output reg[5:0] CONTROL_ALU_BITS);
	always @(opcode or funct) begin
		case(opcode)
			6'b000000:  
				begin CONTROL_ALU_BITS = funct; end
			6'b001000:  
				begin CONTROL_ALU_BITS = 6'b100000; end
			6'b001001:  
				begin CONTROL_ALU_BITS = 6'b100001; end
			6'b001100:  
				begin CONTROL_ALU_BITS = 6'b100100; end
			6'b001101:  
				begin CONTROL_ALU_BITS = 6'b100101; end
			6'b001010:  
				begin CONTROL_ALU_BITS = 6'b101010; end
			6'b001011:  
				begin CONTROL_ALU_BITS = 6'b101011; end
			6'b001110:  
				begin CONTROL_ALU_BITS = 6'b100110; end
			6'b100000, 6'b100011, 6'b101000, 6'b101011:  
				begin CONTROL_ALU_BITS = 6'b100001; end
			6'b001111:  
				begin CONTROL_ALU_BITS = 6'b111000; end
			6'b000100:  
				begin CONTROL_ALU_BITS = 6'b110000; end
			6'b000101:  
				begin CONTROL_ALU_BITS = 6'b110001; end
			6'b000111:  
				begin CONTROL_ALU_BITS = 6'b110010; end
			6'b000110:  
				begin CONTROL_ALU_BITS = 6'b110011; end
			6'b000001:  
				begin CONTROL_ALU_BITS = funct; end
			default: CONTROL_ALU_BITS = 6'bxxxxxx;
		endcase
	end
endmodule
module ALU_Control_tb;
	reg [5:0] o; reg[5:0] f; wire[5:0] co;
	ALU_Control aluControl(o, f, co);
	initial begin
		o = 6'b000000;
		f = 6'b100100;
		#100
		o = 6'b001000;
		#100
		o = 6'b001001;
		#100
		o = 6'b000000;
	end
endmodule
module Adder(
	input [31:0] in1,
	input [31:0] in2, 
	output [31:0] out);
	assign out = in1+in2;
endmodule 
module Adder_tb;
	reg [31:0] i1;
	reg [31:0] i2;
	wire [31:0] o;
	Adder test(i1, i2, o);
	initial begin 
		i1 = 32'h00000000;
		i2 = 32'h0f0f0f0f;
		#100
		i1 = 32'h000f0f0f;
		i2 = 32'hffffffff;
		#100
		i1 = 32'd0;
	end
endmodule 
module BranchPC (
	input [31:0] pcPlus4,
	input [31:0] imm,
	output reg [31:0] branchPc);
	always @(pcPlus4 or imm) begin
		branchPc = pcPlus4 + (imm<<2);
	end
endmodule
module Core
(
  input Clk,
  input [31:0] instruction,
  input [31:0] regData1,
  input [31:0] regData2,
  input [31:0] ramOutput,
  output reg CONTROL_REG_WRITE,
  output reg CONTROL_MEM_READ,
  output reg CONTROL_MEM_WRITE,
  output reg CONTROL_BRANCH,
  output reg [4:0] readReg1,
  output reg [4:0] readReg2,
  output [4:0] writeReg,
  output [31:0] aluOutput,
  output [31:0] writeRegData,
  output reg [31:0] PC
);
	reg CONTROL_REG_DST, CONTROL_ALU_SRC, CONTROL_MEM_TO_REG;
	reg CONTROL_JUMP, CONTROL_JUMP_REGISTER, CONTROL_LINK;
	wire CONTROL_BRANCH_SELECT;
	wire [5:0] CONTROL_ALU_BITS;
	reg [5:0] funct;
	wire [31:0] aluInput1;
	wire [31:0] aluInput2;
	wire aluZero;
	wire [31:0] pcPlus4;
	wire [31:0] jumpPc;
	wire [31:0] branchPc;
	wire [31:0] afterBranchPc;
	wire [31:0] nextPc;
	wire [31:0] afterJumpPc;
	reg [5:0]opcode;reg [4:0]s;reg [4:0]t;reg [4:0]d;reg [15:0]immediate;reg [4:0] shift;
	wire [31:0] signExtendedImmediate;
	Mux5 writeRegMux(t, d, CONTROL_REG_DST, writeReg);
	Mux32 alu1Mux(regData1, 32'd0, 1'b0, aluInput1);
	Mux32 alu2Mux(regData2, signExtendedImmediate, CONTROL_ALU_SRC, aluInput2);
	SignExtend16 immSignExtend(immediate, signExtendedImmediate);
	ALU_Control aluControl(opcode, funct, CONTROL_ALU_BITS);
	ALU alu(aluInput1, aluInput2, CONTROL_ALU_BITS, aluOutput, aluZero);
	reg [31:0] tempPc = 32'd0;
	reg [31:0] tempIns = 32'd0;
	Adder pcAdder(tempPc, 32'h00000004, pcPlus4);
	JumpPC gettingJumpPc(pcPlus4, tempIns, jumpPc);
	BranchPC gettingBranchPc(pcPlus4, signExtendedImmediate, branchPc);
	And branchAnd(aluZero, CONTROL_BRANCH, CONTROL_BRANCH_SELECT);
	Mux32 branchSelectPC(pcPlus4, branchPc, CONTROL_BRANCH_SELECT, afterBranchPc);
	Mux32 jumpSelectPC(afterBranchPc, jumpPc, CONTROL_JUMP, afterJumpPc);
	Mux32 jumpRegisterSelectPC(afterJumpPc, aluOutput, CONTROL_JUMP_REGISTER, nextPc);
	wire[31:0] afterMemOutput;
	Mux32 writeRegDataMux(aluOutput, ramOutput, CONTROL_MEM_TO_REG, afterMemOutput);
	Mux32 writeLinkPCMux(afterMemOutput, nextPc, CONTROL_LINK, writeRegData);
	initial begin PC = 32'h00000000; end
	always @(posedge Clk) begin
		tempPc = PC;
		tempIns = instruction;
		opcode = instruction[31:26];
		readReg1 = instruction[25:21];
		readReg2 = instruction[20:16];
		t = instruction[20:16];
		d = instruction[15:11];
		immediate = instruction[15:0];
		shift = instruction[10:6];
		funct = instruction[5:0];
		case(opcode)
			6'b000000:  begin      
				CONTROL_REG_DST = 1;
				CONTROL_ALU_SRC = 0;
				CONTROL_REG_WRITE = 1;
				CONTROL_MEM_TO_REG = 0;
				CONTROL_MEM_READ = 0;
				CONTROL_MEM_WRITE = 0;
				CONTROL_BRANCH = 0;
				CONTROL_JUMP = 0;
				CONTROL_LINK = 0;
				if(funct == 6'b001000) begin CONTROL_JUMP_REGISTER = 1'b1; CONTROL_REG_WRITE = 1'b0; end
				else begin CONTROL_JUMP_REGISTER = 1'b0; CONTROL_REG_WRITE = 1'b1; end
				end
			6'b001000, 6'b001001, 6'b001100, 6'b001101, 6'b001010, 6'b001011, 6'b001110:  begin      
				CONTROL_REG_DST = 0;
				CONTROL_ALU_SRC = 1;
				CONTROL_REG_WRITE = 1;
				CONTROL_MEM_TO_REG = 0;
				CONTROL_MEM_READ = 0;
				CONTROL_MEM_WRITE = 0;
				CONTROL_BRANCH = 0;
				CONTROL_JUMP = 0;
				CONTROL_LINK = 0;
				CONTROL_JUMP_REGISTER = 0;
				end
			6'b100000, 6'b100011: begin   
				CONTROL_REG_DST = 0;
				CONTROL_ALU_SRC = 1;
				CONTROL_REG_WRITE = 1;
				CONTROL_MEM_TO_REG = 1;
				CONTROL_MEM_READ = 1;
				CONTROL_MEM_WRITE = 0;
				CONTROL_BRANCH = 0;
				CONTROL_JUMP = 0;
				CONTROL_LINK = 0;
				CONTROL_JUMP_REGISTER = 0;
				end
			6'b101000, 6'b101011: begin   
				CONTROL_REG_DST = 0;
				CONTROL_ALU_SRC = 1;
				CONTROL_REG_WRITE = 0;
				CONTROL_MEM_TO_REG = 0;
				CONTROL_MEM_READ = 0;
				CONTROL_MEM_WRITE = 1;
				CONTROL_BRANCH = 0;
				CONTROL_JUMP = 0;
				CONTROL_LINK = 0;
				CONTROL_JUMP_REGISTER = 0;
				end
			6'b001111: begin   
				CONTROL_REG_DST = 0;
				CONTROL_ALU_SRC = 1;
				CONTROL_REG_WRITE = 1;
				CONTROL_MEM_TO_REG = 0;
				CONTROL_MEM_READ = 0;
				CONTROL_MEM_WRITE = 0;
				CONTROL_BRANCH = 0;
				CONTROL_JUMP = 0;
				CONTROL_LINK = 0;
				CONTROL_JUMP_REGISTER = 0;
				end
			6'b000010: begin   
				CONTROL_REG_DST = 0;
				CONTROL_ALU_SRC = 0;
				CONTROL_REG_WRITE = 0;
				CONTROL_MEM_TO_REG = 0;
				CONTROL_MEM_READ = 0;
				CONTROL_MEM_WRITE = 0;
				CONTROL_BRANCH = 0;
				CONTROL_JUMP = 1;
				CONTROL_LINK = 0;
				CONTROL_JUMP_REGISTER = 0;
				end
			6'b000011: begin  
				d = 5'hff;
				CONTROL_REG_DST = 1;
				CONTROL_ALU_SRC = 0;
				CONTROL_REG_WRITE = 1;
				CONTROL_MEM_TO_REG = 0;
				CONTROL_MEM_READ = 0;
				CONTROL_MEM_WRITE = 0;
				CONTROL_BRANCH = 0;
				CONTROL_JUMP = 1;
				CONTROL_LINK = 1;
				CONTROL_JUMP_REGISTER = 0;
				end
			6'b000100, 6'b000111, 6'b000110, 6'b000101: begin  
				CONTROL_REG_DST = 0;
				CONTROL_ALU_SRC = 0;
				CONTROL_REG_WRITE = 0;
				CONTROL_MEM_TO_REG = 0;
				CONTROL_MEM_READ = 0;
				CONTROL_MEM_WRITE = 0;
				CONTROL_BRANCH = 1;
				CONTROL_JUMP = 0;
				CONTROL_LINK = 0;
				CONTROL_JUMP_REGISTER = 0;
				end
			6'b000001: begin  
				CONTROL_REG_DST = 0;
				CONTROL_ALU_SRC = 0;
				CONTROL_REG_WRITE = 0;
				CONTROL_MEM_TO_REG = 0;
				CONTROL_MEM_READ = 0;
				CONTROL_MEM_WRITE = 0;
				CONTROL_BRANCH = 1;
				CONTROL_JUMP = 0;
				CONTROL_LINK = 0;
				CONTROL_JUMP_REGISTER = 0;
				if (t==6'b000000) begin funct=6'b110100; end
				if (t==6'b100000) begin CONTROL_LINK = 1; CONTROL_REG_DST = 1; d = 5'hff; funct=6'b110100; end
				if (t==6'b000001) begin funct=6'b110101; end
				if (t==6'b100001) begin CONTROL_LINK = 1; CONTROL_REG_DST = 1; d = 5'hff; funct=6'b110101; end
				end
		endcase
		#10
		PC = nextPc;
	end
endmodule 
module JumpPC(
	input [31:0] nextPc,
	input [31:0] inst,
	output reg [31:0] jumpPc);
	always @(nextPc or inst) begin
		jumpPc[1:0] = 2'b00;
		jumpPc[27:2] = inst[25:0];
		jumpPc[31:28] = nextPc[31:28];
	end 
endmodule 
module Mux5 (
	input [4:0] in1,
	input [4:0] in2, 
	input sel,
	output reg [4:0] out);
	always @(in1 or in2 or sel) begin
		if(sel == 0) begin out = in1; end
		else begin out = in2; end
	end
endmodule 
module Mux32 (
	input [31:0] in1,
	input [31:0] in2, 
	input sel,
	output reg [31:0] out);
	always @(in1 or in2 or sel) begin
		if(sel == 0) begin out = in1; end
		else begin out = in2; end
	end
endmodule 
module Mux32_tb;
	reg [31:0] i1;
	reg [31:0] i2;
	wire [31:0] o;
	reg sel;
	Mux32 test(i1, i2, sel, o);
	initial begin
		i1 = 32'd0;
		i2 = 32'd1;
		sel = 0;
		#100
		sel = 1;
		#100
		sel = 0;
	end
endmodule 
module And(
	input a,
	input b,
	output c);
	assign c = a|b;
endmodule 
module SignExtend16(
	input [15:0] in,
	output reg [31:0] out);
	always @(in) begin
		out[15:0] = in;
		out[31:16] = {32{in[15]}};
	end
endmodule
module SignExtend16_tb;
	reg [15:0] in;
	wire[31:0] out;
	SignExtend16 test(in, out);
	initial begin
	in = 16'h0101;
	#100
	in = 16'hf101;
	#100
	in = 16'd0;
	end
endmodule 
```

## run.sh

```bash
#!/bin/bash
# OpenROAD 26Q1-2900-gdf79404cd8, Yosys 0.63+post, stock flow scripts
make -C /OpenROAD-flow-scripts/flow DESIGN_CONFIG=/design/flow/config.mk WORK_HOME=/design/flow/orfs finish
```

## config.mk

```make
export PLATFORM = sky130hd
export DESIGN_NAME = Core
export DESIGN_NICKNAME = Core
export VERILOG_FILES = /design/flow/design.v
export SDC_FILE = /design/flow/constraint.sdc
export NUM_CORES = 4
export LEC_CHECK = 1
export CORE_UTILIZATION = 50
```

## constraint.sdc

```tcl
current_design Core

set clk_period 14.0
set clk_io_pct 0.2

create_clock -name clk0 -period $clk_period [get_ports {Clk}]

set non_clock_inputs [all_inputs -no_clocks]
set_input_delay [expr $clk_period * $clk_io_pct] -clock clk0 $non_clock_inputs
set_output_delay [expr $clk_period * $clk_io_pct] -clock clk0 [all_outputs]
```

==> reports/metrics.csv <==
metric,value,unit
Post-synth mux share,10.5,%
endpoints left unconstrained,65,
Num CTS Buffers,17,
most frequent CP cell,and4_1,
XORs/XNORs by Area,3.75,%
I/O Buffers,243,
startpoint types,register,
wire per inst,24.8,µm
RSZ-0062 raised after global routing,false,
post-route ant nets,0,
total setup buffers inserted after CTS,0,
hold buffer count at cts,0,
reg-to-reg setup timing slack,9.57,ns
Die Wd,187,µm
floorplan row count,67,
CTS tree,built,
clock buffer depth,2,
Dominant cell area share,15.6,%
most frequent cells in the layout,"243 x clkdlybuf4s50_1, 232 x nand2_1, 217 x nor2_1",
Hold EP,tempPc[0]$_DFF_P_,
actual slew at the worst max-slew pin,0.951,ns
Residual DRC,0,
dominant logic cell type in the layout,clkdlybuf4s50_1,
layout cells sized above 1,5.41,%
"Req. time, crit path",11.20,ns
Pins Over Slew Limit,0,
largest net degree at the start of global routing,67,
clk root buf,clkbuf_16,
worst reg2reg endpoint,PC[30]$_DFF_P_,
First-pass DRT Iterations,8,
Final Setup Violations,0,
GPL Wtd Cong,1.08,
# resized after CTS,0,
Post-Synth Simple-Gate Area,19.6,%
number of global-route vias before repair,17454,
detailed placement HPWL,54700,µm
Tool Warnings,96,
dominant cell type by area after synthesis,dfxtp_1,
# Max-Cap Violations,0,
count of library flops with an enable pin,9,
Hold Crit Depth,0,
CTS clock-pin slew for the worst setup and hold paths,0.06,ns
Crit Path Category,register to primary output,
P&R area growth vs syn,19.1,%
outcome,completed,
fin crit period,8.07,ns
grt total ovfl,0,
HP Class,register to register,
Fin. Hold Viols,0,
Unique cell types,96,
"AND-OR/OR-AND Cells, Area Fraction",29.3,%
full die area,34900,µm²
clk latency late pin,0.42,ns
setup tns final,0,ns
number of filler cells placed in the layout,2911,
post-synthesis chip area from yosys,17100,µm²
height of the die,187,µm
DP Worst Slack,6.53,ns
Synth flops,175,
DR vias,19115,
CP Cell Sequence,and4_1 -> and4_1 -> nand4_1 -> inv_1 -> nand3_1 -> xnor2_1 -> ha_1 -> and4_1 -> nand4_1 -> a41oi_1 -> a21oi_1 -> o31ai_1 -> mux2i_1 -> xnor2_1 -> o21ai_0 -> mux2_2 -> clkdlybuf4s50_1,
Vias/cell,6.53,
core box area,33500,µm²
crit-path max FO,6,
gr usage total,41.8,%
CP endpoint kind,primary output,
register pins left without a clock,33,
Yosys warnings,11,
adder share,10.0,%
Dominant combinational family,AND-OR/OR-AND gates,
VDD IR max,0.0889,mV
leakage power,8.63,nW
H-tree depth,4,
hold wc startpoint,PC[0]$_DFF_P_,
Syn Area/Cell,7.33,µm²
Iteration-0 DRC Markers,2304,
ys cells,2326,
critical path data arrival time,5.27,ns
initial core utilization,50.9,%
"top cells, area","dfxtp_1 16%, ha_1 9.7%, mux2i_1 8.5%",
initial antenna violation count,3,
Fmax achieved,0.124,GHz
WL final,72500,µm
Worst slew margin,34.8,%
global-route wire length before repair,109000,µm
"Max stage delay cell, worst path",clkdlybuf4s50_1,
IO Count,244,
Clock Skew,0.00890,ns
CP max stage delay,0.45,ns
Synth Instances,2326,
Hold WS,0.349,ns
reg2reg start,tempPc[8]$_DFF_P_,
Final Power,0.00193,W
PwrDens,94.8,nW/µm²
FF-to-FF path depth,17,
synthesized area,17100,µm²
Final WS setup,5.93,ns
ys async rst share,0,%
fin crit share,57.6,%
Main synth FF type,dfxtp_1,
sequential cells by signal, summed over array words and instances, names as in the netlist:
signal and flops:
CONTROL_ALU_SRC 1, CONTROL_BRANCH 1, CONTROL_JUMP 1, CONTROL_JUMP_REGISTER 1
CONTROL_LINK 1, CONTROL_MEM_TO_REG 1, CONTROL_MEM_WRITE 1, CONTROL_REG_DST 1
CONTROL_REG_WRITE 1, PC 32, alu.out 32, alu.zero 1
d 5, funct 6, immediate 16, opcode 6
readReg1 5, readReg2 5, tempIns 26, tempPc 32
cell usage after synthesis, drive strengths merged (29+ instances only):
master  number
clkbuf     107
o211ai      42
buf         50
o21ai      192
a21o        41
nor2       218
inv        126
ha         132
dfxtp      133
nand3       41
nor3        34
nand2      232
a21oi      208
mux2i      146
dlxtn       33
xnor2       48
nor4        31
a31oi       29
where the power goes:
part	internal (W)	switching, W
Sequential	0.000470	0.0000436
Combinational	0.000384	0.000550
Clock	0.000287	0.000191
per-stage QoR:
| step | cells | cell area (µm²) | utilization, % |
|---|---|---|---|
| 6_report | 2928 | 20300 | 60.6 |
| 5_1_grt | 2926 | 20300 | 60.6 |
| 4_1_cts | 2925 | 20300 | 60.6 |
| 3_5_place_dp | 2893 | 19700 | 58.7 |
| 3_3_place_gp | 2893 | 19700 | 58.7 |
| 2_1_floorplan | 2326 | 17100 | - |
routing by layer:
layer  GRT usage, %  vias to the layer above  wire, µm
li1               -                     8774         -
met1           62.1                     8935     30800
met2           58.0                     1223     29400
met3           13.2                      181      9420
met4           13.7                        2      2940
met5              0                        -        10
worst max-delay path, delay by kind of cell (launching register included):
kind                     cells  cell delay [ns]
XOR/XNOR                     2             0.26
flip-flops                   1             0.41
AND/OR/NAND/NOR              6             1.42
adder cells (fa/ha/maj)      1             0.39
AND-OR/OR-AND                4             1.20
multiplexers                 2             0.47
buffers and inverters        2             0.67
worst max path at each step:
stage,from,end,depth (start not counted)
final,tempPc[8]$_DFF_P_,writeRegData[31],17
after global routing,tempPc[2]$_DFF_P_,writeRegData[31],17
after CTS,tempPc[8]$_DFF_P_,writeRegData[26],18
area by class of cell:
class	count	area (µm²)	share of cell area [%]
antenna	3	7.51	0.0370
clock buffer	17	425	2.09
clock inverter	15	196	0.967
inverter	128	480	2.37
multi-input combinational	1866	12500	61.7
sequential	175	3430	16.9
tap	448	561	2.76
timing repair buffer	276	2680	13.2
logic make-up (layout without fill, tap and decap cells):
group                      after synthesis  after routing
muxes                                  173            173
and+or+nand+nor                        713            713
AOI/OAI and AO/OA                      772            772
xor gates and xnor gates                73             73
adders and majority gates              135            135
latches                                 33             33
buffers and inverters                  285            436
DFF                                    142            142
other                                    0              3
Power is estimated from default activity; no workload was simulated.
